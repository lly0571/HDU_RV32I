==> flow/design.v <==
module RegPC(input clk,input rst_n,input write,input [1:0]PC_S,
input [31:0]imm32,input[31:0]F,input[31:0]PC0,
output reg[31:0]PC);
    always @(negedge rst_n or posedge clk) begin
        if(!rst_n)
        PC<=0;
        else if(write==1)
        case (PC_S)
            2'b00: PC<=PC+4;
            2'b01: PC<=imm32+PC0;
            2'b10: PC<=F;
        endcase
        else;
    end
endmodule
==> flow/run.sh <==
#!/bin/bash
# OpenROAD 26Q1-2900-gdf79404cd8, Yosys 0.63+post, stock flow scripts
make -C /OpenROAD-flow-scripts/flow DESIGN_CONFIG=/design/flow/config.mk WORK_HOME=/design/flow/orfs finish
==> flow/config.mk <==
export PLATFORM = sky130hd
export DESIGN_NAME = RegPC
export DESIGN_NICKNAME = RegPC
export VERILOG_FILES = /design/flow/design.v
export SDC_FILE = /design/flow/constraint.sdc
export NUM_CORES = 4
export LEC_CHECK = 1
export CORE_UTILIZATION = 30
==> flow/constraint.sdc <==
current_design RegPC

set clk_period 7.9
set clk_io_pct 0.2

create_clock -name clk0 -period $clk_period [get_ports {clk}]

set non_clock_inputs [all_inputs -no_clocks]
set_input_delay [expr $clk_period * $clk_io_pct] -clock clk0 $non_clock_inputs
set_output_delay [expr $clk_period * $clk_io_pct] -clock clk0 [all_outputs]
==> flow_summary.toml <==
# implementation run metrics
[run_status]
status = "finished, final reports clean"

[sta]
clock_skew_ns = 0.00595
fin_crit_ns = 4.46
post-route-period-util = 0.564
max_freq_mhz = 224
final_hold_viol_count = 0
setup_viol = 0
slew_headroom = 0.511
slew_violations = 0
worst_hold_slack_ns = 0.492
rsz0062_at_grt = "no"
tightest_slew_ns = 0.730
final.setup.tns_ns = 0

[clock_network]
cts-root-buf = "clkbuf_16"
post_cts.repair.setup_buffers = 0
clkTransAtPathRegs_ns = 0.05
cts_hold_buf = 0
cts_resized = 0
clock_latency_ns = 0.27
cts.sinks = 32
cts-buffers-inserted = 5
cts_tree = "yes"
cts_max_level = 2
clock_path_buffers = 2

[flow_run]
warnings = 27
cap_violations = 0

[floorplanning]
die_h_um = 115
fp-utilization = 0.313
rows = 40
dieArea_mm2 = 0.0132
io_pins = 133
die_x_um = 115
coreArea_mm2 = 0.0123

[synthesis]
ys_types = 56
ys.flop_type = "dfrtp_1"
netlist_instances = 486
yosysWarnings = 1
area_leaders = "dfrtp_1, ha_1, nand2_1, o21ai_0, a21oi_1"
postSynthAreaPerCell_um2 = 7.90
async_reset_ff_frac = 1.00
ys_seq_elements = 32
top_cell_area_share = 0.209
ys_area_mm2 = 0.00384
top_area_cell = "dfrtp_1"
postSynthSeqShare = 0.209
synth_area_mm2 = 0.00384
yosysCellCount = 486
edf_count = 0

[global_routing]
overflow = 0
grt_pass1_vias = 3740
grt_max_degree = 42
antenna_found_initial = 0
track_usage = 0.182
grt_pass1_wl_mm = 18.8

[cells_and_area]
seq_area_um2 = 801
post-route-util = 0.448
lay_top_cells = "clkdlybuf4s50_1, nand2_1, o21ai_0"
fillers = 1188
largest_register_ffs = 32
mostFrequentLayoutCell = "clkdlybuf4s50_1"
reg.largest.list = "PC x32"
area_growth_pct = 43.2
top_register = "PC"
comb_area_mm2 = 0.00293
drive_gt1_frac = 0.0473

[setup_path]
endpoint_kind = "register"
cp_max_fo = 4
start_kind = "primary input"
cp.required_ns = 8.05
worst_r2r_path_depth = 8
cp.arrival_ns = 4.61
crit_type = "in -> reg"
worst_r2r_startpoint = "PC[2]$_DFFE_PN0P_"
reg2reg_slack_ns = 5.09
r2r-end = "PC[27]$_DFFE_PN0P_"

[drt]
drtAntennaViolNets = 0
via_per_inst = 5.19
wl_per_cell_um = 14.9
vias = 4055
drc = 0
wl_mm = 11.6
drt_iter0_drc = 208
diodes = 0
drtPass1Iterations = 5

[worst_hold_path]
hold_class = "reg -> reg"
hold_end = "PC[0]$_DFFE_PN0P_"
hold_depth = 2
hold_start = "PC[0]$_DFFE_PN0P_"

[place]
gp_congestion = 0.922
post-dp-hpwl_mm = 9.54
portBuffers = 132

[power_and_ir_drop]
p_leak_nw = 2.26
ir_drop_mv = 0.0860
powerDensity_mw_per_mm2 = 153
logic make-up (layout without fill, tap and decap cells):
logic type               count (synthesis)  count (layout)  share of synthesized area
AND/OR/NAND/NOR                        176             176                      0.232
flip-flops                              32              32                      0.209
XOR/XNOR                                24              24                     0.0548
AND-OR/OR-AND                          172             172                      0.313
multiplexers                            16              16                     0.0427
buffers and inverters                   30             157                     0.0293
adder cells (fa/ha/maj)                 36              36                      0.119
stage by stage:
| step | power [W] | setup slack [ns] | instance area (um^2) | instances |
|---|---|---|---|---|
| 2_1_floorplan | 0.000457 | 3.93 | 3840 | 486 |
| 3_3_place_gp | 0.000652 | 3.24 | 5350 | 773 |
| 3_5_place_dp | 0.000655 | 3.18 | 5350 | 773 |
| 4_1_cts | 0.000851 | 3.45 | 5500 | 781 |
| 5_1_grt | 0.000909 | 3.20 | 5500 | 781 |
| 6_report | 0.000843 | 3.44 | 5500 | 781 |
power breakdown:
group	internal (W)	switching (W)	total [W]
sequential	0.000204	0.0000604	0.000264
clock	0.000125	0.0000655	0.000191
combinational	0.000222	0.000167	0.000388
final cells by class:
cell class,instances,share of cell area
tap,168,0.0383
inverter,10,0.00683
clock buffer,8,0.0266
sequential,32,0.146
timing repair buffer,139,0.250
multi-input combinational,424,0.533
metal layers:
metal,vias up,GRT usage,wire [um]
met5,-,0,0
met4,0,0.0173,109
met3,7,0.0209,540
met2,85,0.284,5330
met1,1848,0.281,5660
li1,2115,-,-
cell usage after synthesis, types with 5 or more instances:
cell type	n
nand2_1	53
o21ai_0	38
a21oi_1	36
ha_1	35
nor2_1	34
dfrtp_1	32
nand3_1	23
a211oi_1	18
a221oi_1	17
and3_1	16
clkbuf_1	16
xnor2_1	15
a21o_1	13
mux2i_1	13
inv_1	10
nor2b_1	9
nor3_1	9
xor2_1	9
a22oi_1	7
o21bai_1	7
nand4_1	6
a31oi_1	5
o31ai_1	5
critical path, cell delays in order:
cell and delay, ns:
clkdlybuf4s50_1 0.41, ha_1 0.24, fa_1 0.44, a211oi_1 0.27, o21bai_1 0.16, o211ai_1 0.21, nand2_1 0.15, a21oi_1 0.28
o21ai_0 0.21, o221ai_1 0.24, nor4b_1 0.08, or3_1 0.34
worst max-delay path by stage:
stage | startpoint | endpoint | slack (ns) | cells past startpoint
4_1_cts | imm32[0] | PC[28]$_DFFE_PN0P_ | 3.45 | 12
5_1_grt | imm32[0] | PC[28]$_DFFE_PN0P_ | 3.20 | 12
6_report | imm32[0] | PC[28]$_DFFE_PN0P_ | 3.44 | 12
Power is estimated from default activity; no workload was simulated.
