--- run.sh ---
#!/bin/bash
# OpenROAD 26Q1-2900-gdf79404cd8, Yosys 0.63+post, stock flow scripts
make -C /OpenROAD-flow-scripts/flow DESIGN_CONFIG=/design/flow/config.mk WORK_HOME=/design/flow/orfs finish
--- design.v ---
`timescale 1ns / 1ps
module ALU(
    input [31:0]ALU_A,input [31:0]ALU_B,input [3:0]ALU_OP,
    output reg[31:0]ALU_F,output reg [3:0]FR
);
reg C32;
always @(*) begin
    case(ALU_OP)
    4'b0000:begin
      {C32,ALU_F}=ALU_A+ALU_B;
    end
    4'b0001:begin
        ALU_F=ALU_A<<ALU_B;
    end
    4'b0010:begin      
      ALU_F=($signed(ALU_A) < $signed(ALU_B))?1:0;
    end
    4'b0011:begin
      ALU_F=(ALU_A < ALU_B)?1:0;
    end
    4'b0100:begin
      ALU_F=ALU_A^ALU_B;
    end
    4'b0101:begin
      ALU_F=ALU_A>>ALU_B;
    end
    4'b0110:begin
      ALU_F=ALU_A|ALU_B;
    end
    4'b0111:begin
      ALU_F=ALU_A&ALU_B;
    end
    4'b1000:begin
      {C32,ALU_F}=ALU_A-ALU_B;
    end
    4'b1001:begin
      ALU_F=$signed(ALU_A)>>>ALU_B;
    end
    endcase
    FR[3]=ALU_F==0;
    FR[2]=ALU_F[31];
    FR[1]=C32;
    FR[0]=C32^ALU_F[31]^ALU_A[31]^ALU_B[31];
end
endmodule
--- config.mk ---
export PLATFORM = sky130hd
export DESIGN_NAME = ALU
export DESIGN_NICKNAME = ALU
export VERILOG_FILES = /design/flow/design.v
export SDC_FILE = /design/flow/constraint.sdc
export NUM_CORES = 4
export LEC_CHECK = 1
export CORE_UTILIZATION = 30
--- constraint.sdc ---
current_design ALU

set clk_period 23.4
set clk_io_pct 0.2

create_clock -name clk0 -period $clk_period

set non_clock_inputs [all_inputs -no_clocks]
set_input_delay [expr $clk_period * $clk_io_pct] -clock clk0 $non_clock_inputs
set_output_delay [expr $clk_period * $clk_io_pct] -clock clk0 [all_outputs]
==> summary.rpt <==
=== SYNTHESIS / PLACE & ROUTE SUMMARY ===
----------------------------------------------------
[Synth]
  Post-synthesis chip area from yosys ........................ between 10000 and 15000 um2
  Area leader share ........................ between 10% and 20%
  Mapped cell area ........................ approximately 12000 um2
  Count of distinct cell types in the synthesized netlist ........................ 97
  Fraction of registers with async set/reset ........................ 0%
  Most area-consuming cells after synthesis ........................ sky130_fd_sc_hd__ha_1 (10%), sky130_fd_sc_hd__mux4_2 (10%), sky130_fd_sc_hd__a21oi_1 (5.1%)
  Prevailing post-synth register cell ........................ sky130_fd_sc_hd__dlxtn_1
  Count of library flops with an enable pin ........................ 0
  Average cell area after synthesis ........................ just over 7 um2
  Yosys reg bits ........................ 32
  Post-synthesis cell type with the largest combined area ........................ sky130_fd_sc_hd__ha_1
  Yosys synthesis warning count ........................ 2
  Number of standard cells after synthesis ........................ 1643
  Total cells reported by yosys after synthesis ........................ approximately 1600

[STA]
  Final-report max-slew violation count ........................ 0
  Final hold slack ........................ around 11 ns
  Fmax ........................ roughly 63 MHz
  Pin slew with the least headroom to its limit ........................ 0.914 ns
  Clock period minus final worst setup slack ........................ 15.77 ns
  Tcrit/Tclk final ........................ between 60% and 70%
  Count of unclocked register or latch pins ........................ 32
  Post-Route Setup TNS ........................ 0 ns
  Count of endpoints without a timing constraint ........................ about 64
  Relative slew margins ........................ 38.5%
  Hold Vio Cnt, Final ........................ 0
  Setup violations, final ........................ 0
  RSZ-0062 raised after global routing ........................ false

[Pwr]
  Switching part of the total power ........................ 62.8%
  Leakage power figure ........................ about 5.2 nW
  Power density normalized to cell area ........................ approximately 24 nW/um2
  Power Total ........................ approximately 0.32 mW
  Max rail drop VDD ........................ ~0.016 mV
  Internal portion of total power ........................ around 0.12 mW
  Sw Pwr ........................ between 0.2 and 0.25 mW

[Drt]
  Number of remaining DRC errors ........................ 0
  Post-DR vias/cell ........................ around 6.5
  Overall via count from detail_route ........................ 14400
  Routed len/inst ........................ about 33 um
  Initial DRC Count ........................ around 1500
  Length of the first detailed-routing pass in iterations ........................ 6
  Detail Route Antenna Nets ........................ 0
  Final wirelength ........................ about 71 mm

[Placed design]
  RePlAce Congestion ........................ about 1.1
  Port Buf Inserts ........................ ~100
  Placed instance area ........................ 13300 um2
  Detailed Place HPWL ........................ 56.5 mm

[Finish]
  Fraction of the core area covered by cells at the end of the flow ........................ about a third
  Fraction of layout cells with a size suffix above 1 ........................ a little under an eighth
  Cell area after layout ........................ roughly 13000 um2
  Layout overhead on the synthesized area ........................ 12.6%
  Largest register FFs ........................ 32

[Worst setup path]
  Largest fanout on the critical path ........................ 24
  Series of cell instances along the critical path ........................ buf_2 > clkinv_1 > buf_4 > ha_1 > inv_2 > a311oi_2 > a211oi_1 > nor4b_1 > mux2i_1 > nor4b_1 > o211a_1 > nand4b_1 > nor4_2 > nand3_1 > nor4_2 > clkdlybuf4s50_1
  Number of buffers and inverters on the critical path ........................ 5
  Gate family responsible for the most delay along the worst path ........................ simple AND/OR/NAND/NOR gates
  Worst Setup Start Kind ........................ input port
  Logic depth of the worst path, buffers included ........................ 16
  Critical Path Slowest Stage Cell ........................ sky130_fd_sc_hd__clkinv_1
  Worst endpoint data arrival time ........................ between 10 and 15 ns
  Path type of the worst setup path ........................ in2out
  CP peak stage delay ........................ about 0.8 ns
  Type of destination of the critical path ........................ output port
  Worst endpoint required time ........................ 18.72 ns

[Floorplanning]
  Number of placement rows ........................ 72
  Core area ........................ 38800 um2
  Overall chip area ........................ between 40000 and 50000 um2
  I/O pin total ........................ between 100 and 150
  Core utilization before placement ........................ approximately 30%
  Die x size ........................ ~200 um
  Vertical extent of the die ........................ 201 um

[Global route]
  GRT Overall Usage ........................ 35.6%
  Initial antenna violation count ........................ 2
  Largest net degree at the start of global routing ........................ 56
  Overflow after GRT ........................ 0
  Via count of the first global-routing pass ........................ roughly 14000
  Global-route wire length before repair ........................ between 100 and 150 mm

[Flow run]
  Number of warnings in the stage logs ........................ ~99
  Maximum capacitance violations ........................ 0

[Hold path]
  Hold/Removal Path Class ........................ in2out
  Number of cells on the worst hold path ........................ 4

[CTS]
  Resize count post-CTS ........................ 0
  Cts-stage hold buffer count ........................ 0
  Total setup buffers inserted after CTS ........................ 0

[Run status]
  Run status ........................ complete, no violations

----------------------------------------------------
## synth_stat cells (41+ instances only)
cell type and n:
sky130_fd_sc_hd__nor2_1 160, sky130_fd_sc_hd__nand2_1 146, sky130_fd_sc_hd__a21oi_1 120, sky130_fd_sc_hd__inv_1 102, sky130_fd_sc_hd__ha_1 99, sky130_fd_sc_hd__o21ai_0 85
sky130_fd_sc_hd__clkbuf_1 81, sky130_fd_sc_hd__mux4_2 54, sky130_fd_sc_hd__mux2i_1 49, sky130_fd_sc_hd__nor3_1 44, sky130_fd_sc_hd__nand3_1 41
## tightest hold or removal path: cells and delay by family
kind                   cells  cell delay (ns)
buffers and inverters      2             0.91
XOR/XNOR                   2             0.36
## worst paths after layout
check,start,endpoint,slack [ns]
min,ALU_B[31],FR[0],10.62
max,ALU_B[3],FR[3],7.63
## power groups by stage
stage	Combinational, mW	Sequential (mW)	Clock [mW]
after global routing	0.328	0.00788	0
after CTS	0.302	0.00761	0
## cells by family after synthesis
kind of cell    synth area share (%)
simple gates                    23.5
buf+inv                         9.18
xor+xnor                        1.45
latches                         4.06
mux                             18.5
compound gates                  32.5
fa+ha+maj                       10.8
## cell usage in the layout, fill, tap and decap left out, types with 13 or more instances in the layout
master	instances
sky130_fd_sc_hd__o22ai_1	22
sky130_fd_sc_hd__o21bai_1	15
sky130_fd_sc_hd__ha_1	99
sky130_fd_sc_hd__nor4_1	21
sky130_fd_sc_hd__mux2i_1	49
sky130_fd_sc_hd__a21o_1	18
sky130_fd_sc_hd__nand2_1	146
sky130_fd_sc_hd__mux4_2	54
sky130_fd_sc_hd__a221oi_1	14
sky130_fd_sc_hd__o21ai_0	85
sky130_fd_sc_hd__nand4_1	25
sky130_fd_sc_hd__clkdlybuf4s50_1	98
sky130_fd_sc_hd__a31oi_1	32
sky130_fd_sc_hd__dlxtn_1	32
sky130_fd_sc_hd__nor3_1	42
sky130_fd_sc_hd__xnor2_1	14
sky130_fd_sc_hd__and3_1	17
sky130_fd_sc_hd__or3_1	16
sky130_fd_sc_hd__nor2b_1	13
sky130_fd_sc_hd__nand2b_1	19
sky130_fd_sc_hd__o211ai_1	23
sky130_fd_sc_hd__inv_1	102
sky130_fd_sc_hd__a21oi_1	120
sky130_fd_sc_hd__mux2_2	28
sky130_fd_sc_hd__nand3_1	41
sky130_fd_sc_hd__nor2_1	159
sky130_fd_sc_hd__a211o_1	14
sky130_fd_sc_hd__buf_4	68
sky130_fd_sc_hd__a211oi_1	32
## metal layers
layer	GRT usage, %	share of wire [%]	vias up
met5	0	0.015	-
met4	13.0	4.8	2
met3	8.23	9.8	153
met2	53.4	43	899
met1	50.2	42	6942
li1	-	-	6359
## through the flow
stage / setup slack, ns / instances
2_1_floorplan: 10.09 / 1643
3_3_place_gp: 7.67 / 2195
3_5_place_dp: 7.70 / 2195
4_1_cts: 7.70 / 2195
5_1_grt: 7.44 / 2195
6_report: 7.63 / 2196
## area by class of cell
cell class | count | area [um2]
sequential | 32 | 480
antenna | 1 | 2.50
tap | 518 | 648
inverter | 106 | 398
multi-input combinational | 1369 | 10300
timing repair buffer | 170 | 1510
fill | 4148 | 25500
Power is estimated from default activity; no workload was simulated.
