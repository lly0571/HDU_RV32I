==> flow/design.v <==
`timescale 1ns / 1ps
module Register(input [4:0]R_ADDR_A,input [4:0]R_ADDR_B,input [4:0]W_ADDR,
    input Reg_Write,input rst_n,input clk_regs,input [31:0]W_Data,
    output [31:0]R_Data_A,output [31:0]R_Data_B
    );
    reg [31:0]REG_File[0:31];integer i=0;
    initial begin
        for (i = 0; i<32; i=i+1) 
            begin
                REG_File[i]<=32'b0;
            end
    end
    always @(posedge clk_regs or negedge rst_n) begin
        if(!rst_n)begin
            for (i = 0; i<32; i=i+1) 
            begin
                REG_File[i]<=32'b0;
            end
        end
        else begin
             if(Reg_Write && W_ADDR!=0)
             REG_File[W_ADDR]<=W_Data;
             else begin
                 REG_File[W_ADDR] <= REG_File[W_ADDR];
             end
        end
    end
    assign R_Data_A = REG_File[R_ADDR_A];
    assign R_Data_B = REG_File[R_ADDR_B];
endmodule
==> flow/run.sh <==
#!/bin/bash
# OpenROAD 26Q1-2900-gdf79404cd8, Yosys 0.63+post, stock flow scripts
make -C /OpenROAD-flow-scripts/flow DESIGN_CONFIG=/design/flow/config.mk WORK_HOME=/design/flow/orfs finish
==> flow/config.mk <==
export PLATFORM = sky130hd
export DESIGN_NAME = Register
export DESIGN_NICKNAME = Register
export VERILOG_FILES = /design/flow/design.v
export SDC_FILE = /design/flow/constraint.sdc
export NUM_CORES = 4
export LEC_CHECK = 1
export CORE_UTILIZATION = 50
export SYNTH_HDL_FRONTEND = slang
==> flow/constraint.sdc <==
current_design Register

set clk_period 10.2
set clk_io_pct 0.2

create_clock -name clk0 -period $clk_period [get_ports {clk_regs}]

set non_clock_inputs [all_inputs -no_clocks]
set_input_delay [expr $clk_period * $clk_io_pct] -clock clk0 $non_clock_inputs
set_output_delay [expr $clk_period * $clk_io_pct] -clock clk0 [all_outputs]
==> impl_metrics.yaml <==
# implementation run metrics
critical_path:
  crit_family: "buffers and inverters"
  startpoint: "R_ADDR_A[1]"
  critPathArrivalTime_ns: 5.26
  worst_setup_path_end_kind: "output port"
  start_kind: "primary input"
  required_ns: 8.16
  rr_startpoint: "REG_File[533]$_DFFE_PN0P_"
  cp_num_buf_inv: 4
  crit_fanout: 56
  critical_path.cell_chain: "buf_8 > buf_4 > buf_4 > mux4_2 > mux4_2 > o21a_1 > clkdlybuf4s50_1"
  crit_type: "primary input to output port"
  crit_slowest_cell: "buf_4"
  cpPeakStageDelay_ns: 0.59
grt:
  antenna_found_initial: 2
  grt_pass1_wl_mm: 317.2
  grt_start_max_net_pins: 119
  track_usage_pct: 37.55
  overflow: 0
  grt_pass1_vias: 44070
final_timing:
  drv_slew: 0
  final.period_utilization_pct: 71.60
  fin_worst_skew_ns: 0.03542
  setup_viol: 0
  max_slew_margin_pct: 43.93
  grt_setup_unrepaired: "no"
  hold_viol: 0
  setup_tns_ns: 0
  worst_pin_slew_ns: 0.8410
  post-route-min-period_ns: 7.303
  max_freq_mhz: 136.9
clock_network:
  clk_latency_ns: 0.76
  post_cts_buffers: 0
  cts_tree: "yes"
  cts_hold_buffers: 0
  ctsHtreeMaxLevel: 3
  numCtsBuffers: 117
  cts_root_buffer: "clkbuf_16"
  cts_resized: 0
  cts.clk_slew.worst_paths_ns: 0.06
  cts_num_sinks: 1024
  clk_path_buf_depth: 3
place:
  place.gp.congestion: 0.9056
  portBuffers: 113
  post-dp-hpwl_mm: 128.4
die:
  die_w_microns: 355.5
  die-area_sq_mm: 0.1264
  placementRows: 129
  die_h_microns: 355.5
  coreArea_sq_mm: 0.1238
  fp_util_pct: 50.47
  io_pins: 114
min_path:
  min_from: "REG_File[1013]$_DFFE_PN0P_"
  hold_class: "register to register"
power:
  vdd_drop_max_uv: 162.1
  powerDensity_mw_per_mm2: 222.4
  p_leak_nw: 28.70
  power_mw: 15.38
route:
  routedLengthMet1_mm: 81.54
  route.met2.wl_mm: 96.16
  num_vias: 41940
  drt-wirelength-per-cell_microns: 36.07
  antenna_left: 0
  route.detailed.drc: 0
  drt_iter0_drc: 3076
  antenna_cells: 0
  top_layer: "met5"
  drt-pass1-iter-count: 22
  wirelength_mm: 216.6
  met3_length_mm: 29.62
  vias_per_cell: 6.983
synthesis:
  async_reset_ff_share_pct: 100.0
  ys_chip_area_sq_mm: 0.06248
  synth_top_flop_cell: "dfrtp_1"
  ys_seq_share_pct: 41.01
  syn_inst: 4387
  synth_top_area_share_pct: 41.01
  ys.flops: 1024
  ys_types: 48
  synth_warnings: 0
  syn_area_sq_mm: 0.06248
  synth-edff-count: 0
  synth_top_cell_by_area: "dfrtp_1"
  ys_cells: 4387
  synthTopCellsByArea: "dfrtp_1, mux4_2, mux2_2, mux2i_1, o22ai_1"
  synth_area_per_cell_sq_um: 14.24
layout:
  largest_reg_flops: 1024
  fillers: 9845
  area_delta_synth_final_pct: 10.70
  largestRegisters: "REG_File: 1024 flops"
  largest-register: "REG_File"
  drive_above_1_share_pct: 45.96
run_status:
  status: "completed"
run:
  maxCapViolCount: 0
  tool_warnings: 34
## power by group
| group | switching [mW] | total (mW) | internal (mW) |
|---|---|---|---|
| registers | 1.20 | 6.49 | 5.29 |
| clock network | 1.80 | 4.47 | 2.66 |
| logic | 1.70 | 4.43 | 2.73 |
| total | 4.71 | 15.4 | 10.7 |
## cells in the final DEF, fill, tap and decap left out, drive strengths merged, types with 6 or more instances in the layout
master	netlist	layout
dfrtp	1024	1024
clkinvlp	0	6
nand2	119	119
a31oi	29	29
a22oi	64	64
buf	254	181
o21ai	64	64
nor2	51	51
bufinv	0	12
and2	7	7
clkdlybuf4s50	0	99
clkinv	0	23
clkbuf	264	177
o21a	64	64
mux2	936	936
o22ai	218	218
mux4	612	612
nand3	9	9
mux2i	562	562
nor4	58	58
## layout make-up
cell class | instances | area, sq um | share of cell area (%)
repair buffers | 281 | 2555 | 3.694
multi-input cells | 2845 | 34870 | 50.41
flip-flops and latches | 1024 | 25620 | 37.05
well taps | 1637 | 2048 | 2.962
clock buffers | 176 | 3502 | 5.064
clock inverters | 43 | 564.3 | 0.8159
## synthesized netlist by cell type (7+ instances only)
cell / number
nor2_1: 50
nor4_1: 58
o21a_1: 64
a31oi_1: 9
buf_2: 171
buf_6: 22
o21ai_1: 30
clkbuf_2: 26
buf_1: 43
dfrtp_1: 1024
and2_1: 7
a31oi_2: 20
buf_4: 18
o22ai_1: 218
nand2_1: 119
mux2_2: 936
a22oi_1: 64
mux4_2: 612
nand3_1: 9
o21ai_0: 34
mux2i_1: 562
clkbuf_1: 238
## path summary, 6_finish.rpt
path | to | slack [ns] | cells after the start
worst max-delay path | R_Data_A[30] | 2.90 | 7
worst min-delay path | REG_File[1013]$_DFFE_PN0P_ | 0.42 | 0
worst max register to register | REG_File[85]$_DFFE_PN0P_ | 7.55 | 6
worst min register to register | REG_File[1013]$_DFFE_PN0P_ | 0.42 | 0
max in group asynchronous | REG_File[564]$_DFFE_PN0P_ | 6.41 | 4
min in group asynchronous | REG_File[639]$_DFFE_PN0P_ | 1.30 | 1
## metrics by stage
stage	utilization, %	std cells	setup slack (ns)	area [sq um]	hold WS, ns
2_1_floorplan	-	4387	4.125	62480	0.4580
3_3_place_gp	52.58	5787	2.995	65090	0.4035
3_5_place_dp	52.58	5787	3.002	65090	0.4049
4_1_cts	55.87	6006	2.986	69160	0.4189
5_1_grt	55.87	6006	2.839	69160	0.4282
6_report	55.87	6006	2.897	69160	0.4172
## layer usage
metal	track usage [%]	up-vias
met5	0.9434	-
met4	12.16	6
met3	20.13	464
met2	51.83	2233
met1	53.72	22160
li1	-	17080
## logic make-up (layout without fill, tap and decap cells)
logic type / count (synthesis) / in the layout / share of synthesized area (%)
muxes: 2110 / 2110 / 47.94
buffers and inverters: 518 / 500 / 3.879
DFF: 1024 / 1024 / 41.01
AOI/OAI and AO/OA: 449 / 449 / 4.904
and+or+nand+nor: 286 / 286 / 2.267
Power is estimated from default activity; no workload was simulated.
